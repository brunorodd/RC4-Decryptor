==> constraint.sdc <==
current_design FSM_controller

set clk_period 9.9
set clk_io_pct 0.2

create_clock -name clk0 -period $clk_period [get_ports {clk}]

set non_clock_inputs [all_inputs -no_clocks]
set_input_delay [expr $clk_period * $clk_io_pct] -clock clk0 $non_clock_inputs
set_output_delay [expr $clk_period * $clk_io_pct] -clock clk0 [all_outputs]
==> config.mk <==
export PLATFORM = sky130hd
export DESIGN_NAME = FSM_controller
export DESIGN_NICKNAME = FSM_controller
export VERILOG_FILES = /design/flow/design.v
export SDC_FILE = /design/flow/constraint.sdc
export NUM_CORES = 4
export LEC_CHECK = 1
export CORE_UTILIZATION = 40
==> run.sh <==
#!/bin/bash
# OpenROAD 26Q1-2900-gdf79404cd8, Yosys 0.63+post, stock flow scripts
make -C /OpenROAD-flow-scripts/flow DESIGN_CONFIG=/design/flow/config.mk WORK_HOME=/design/flow/orfs finish
==> design.v <==
module FSM_controller(clk, q, wren, data, address, secret_key, s_filled, done_task2a);
input logic clk;
input logic [7:0] q;
input logic [23:0] secret_key;
input logic s_filled;
output logic wren;  
output logic [7:0] data, address;
output logic done_task2a; 
assign done_task2a = done;
logic [23:0] secret_key_stored;
logic [1:0] keylength = 2'd3;
logic [7:0] si, sj;  
logic [7:0] j = 1'b0;  
logic [7:0] i = 1'b0;
logic [7:0] i_mod_key;
logic done;
logic [14:0] state;  
logic increase_i_counter, set_j, choose_data, swap, store_si_enable, store_sj_enable;
parameter [14:0] idle    			 = 15'b00_0000_0000_00000;
parameter [14:0] get_si 			 = 15'b00_0000_0000_00001;  
parameter [14:0] wait_si			= 15'b00_0000_0010_00010;
parameter [14:0] store_si		    = 15'b00_0000_0010_00011;  
parameter [14:0] store_j 			 = 15'b00_0000_1000_00100;  
parameter [14:0] get_sj				 = 15'b00_0010_0000_00101;  
parameter [14:0] wait_sj			= 15'b00_0010_0000_00110;
parameter [14:0] store_sj			 = 15'b00_0010_0100_00111;  
parameter [14:0] write_to_mem_si	 = 15'b01_0010_0000_01000;  
parameter [14:0] wait_for_mem_si	 = 15'b00_0010_0000_01010;
parameter [14:0] wait_one_cycle		= 15'b00_0100_0000_00110;
parameter [14:0] write_to_mem_sj  = 15'b01_0100_0000_01011;  
parameter [14:0] wait_for_mem_sj  = 15'b00_0100_0000_01100;
parameter [14:0] increment_i 		 = 15'b00_0001_0000_01101;
parameter [14:0] end_task2a 		 = 15'b00_1000_0000_01110;
assign swap 							 = state[5];
assign store_si_enable				 = state[6];
assign store_sj_enable				 = state[7];
assign set_j 							 = state[8];
assign increase_i_counter 			 = state[9];
assign choose_address  				 = state[10];  
assign choose_data 					 = state[11];
assign done 							 = state[12];
assign wren 							 = state[13];
assign i_mod_key   = i % keylength; 
assign address     = (choose_address)? j : i;
assign data 		 = (choose_data) ? sj : si;
assign done_task2a = done;
always_ff @ (posedge clk) 
begin
	if (s_filled == 1) 
		begin 
			case (state)
		 	      idle:	state <= get_si;	
				 get_si: 
						state <= wait_si;
			  wait_si: state <= store_si;
		     store_si:  
						state <= store_j; 
				store_j:  
						state <= get_sj; 
				 get_sj:  
						state <= wait_sj;  
				wait_sj: state <= store_sj;
			  store_sj:  
						state <= write_to_mem_si;  
	 write_to_mem_si:  
						state <= wait_for_mem_si; 
	 wait_for_mem_si:  
						state <= wait_one_cycle;
	 wait_one_cycle: state <= write_to_mem_sj;
	 write_to_mem_sj: state <= wait_for_mem_sj;
	 wait_for_mem_sj:  
						state <= increment_i;
		  increment_i: if (i < 255)
								state <= idle;
							else
								state <= end_task2a;
			end_task2a: state <= end_task2a;
				default: state <= idle;
			endcase
		end
end
always_ff @ (posedge clk)
begin
	if (increase_i_counter)
		i = i + 1;
end
always_ff @ (posedge clk)
begin 
	if (set_j)
		j <= j + si + secret_key_stored;	
end
always_ff @ (posedge clk)
begin 
	if (store_si_enable)
		si <= q;
end
always_ff @ (posedge clk)
begin 
	if (store_sj_enable)
		sj <= q;
end	
always_comb 
begin 
	case(i_mod_key)
		2'b00: secret_key_stored = secret_key[23:16];
		2'b01: secret_key_stored = secret_key[15:8];
		2'b10: secret_key_stored = secret_key[7:0];
		default: secret_key_stored = 0;
	endcase
end	
endmodule
==> results.json <==
{
  "chipWidth_um": 91.8,
  "design.portCount": 52,
  "grt_first_pass_wirelength_mm": 11.1,
  "tightest_slew_ps": 572,
  "cp-end-kind": "flop",
  "clockBufferDepth": 2,
  "setup.reg_to_reg.worst_slack_ps": 3670,
  "wl_per_cell_um": 14.9,
  "worst_setup_path_start_kind": "flop",
  "top_area_cell": "edfxtp_1",
  "routed_wirelength_mm": 6.49,
  "hold_buffers": 0,
  "slew_headroom_pct": 61.8,
  "synth-async-reset-ratio_pct": 0,
  "floorplanUtilization_pct": 41.5,
  "seq_share_synth_pct": 41.0,
  "place.gp.congestion": 0.942,
  "vdd.ir_drop.worst_uv": 125,
  "syn_avg_cell_area_um2": 11.2,
  "netlist_instances": 287,
  "max_cap_violations": 0,
  "worst_setup_endpoint": "j[7]",
  "core.rowCount": 32,
  "route.detailed.vias_per_inst": 5.37,
  "cts.root.buffer_cell": "clkbuf_8",
  "timing.rr.end": "j[7]",
  "worstReg2RegStart": "i[3]",
  "static-leakage-power_nw": 1.39,
  "fin_crit_period_ps": 6230,
  "drt-initial-drc-count": 82,
  "clock.fmax_ghz": 0.161,
  "fin_skew_ps": 4.27,
  "ant_nets": 0,
  "final_period_util_pct": 62.9,
  "synth.area.top_cells": "edfxtp_1, fa_1, ha_1, mux2_2, xnor2_1",
  "grtUsageTotal_pct": 17.4,
  "diodes": 0,
  "p_int_uw": 443,
  "arrival_ps": 6270,
  "port_buffers": 51,
  "yosys-stat-cells": 287,
  "antenna_found_initial": 0,
  "timing.reg2reg.worst_path_depth": 26,
  "drive_gt1_share_pct": 11.7,
  "post_cts.resized_instances": 0,
  "worstPathMaxFanout": 16,
  "finish.cell_count_without_fillers": 436,
  "critical_path_rt_ps": 9940,
  "clock_insertion_delay_worst_skew_ps": 290,
  "netSwitchingPower_uw": 194,
  "gr-total-overflow": 0,
  "cts_inserted_buffers": 5,
  "fp.dieH_um": 91.8,
  "report.final.setup_viol": 0,
  "slowest_stage": "edfxtp_1",
  "tritoncts": "done",
  "design.core.area_um2": 7770,
  "placed_cells_incl_taps": 428,
  "combPwrFrac_pct": 37.1,
  "number_of_register_bits_inferred_by_synthesis": 44,
  "drcViolationCount": 0,
  "setup_crit_start": "i[3]",
  "cts_setup_buffers": 0,
  "final-max-slew-violation-count": 0,
  "critPathKind": "flop to flop",
  "unrepaired_setup_endpoints_after_global_routing": "no",
  "min_path_type": "flop to flop",
  "most_frequent_logic_cells_in_the_routed_design": "clkdlybuf4s50_1, edfxtp_1, nand2_1",
  "syn_area_um2": 3220,
  "syn2layout_area_growth_pct": 20.9,
  "ys.flop_type": "edfxtp_1",
  "most_numerous_logic_cell_after_layout": "clkdlybuf4s50_1",
  "htreeDepth": 2,
  "outcome": "complete, no violations",
  "chipArea_um2": 8420,
  "count_of_flip_flops_with_a_built_in_enable_after_synthesis": 44,
  "timing.critical_path.slowest_cell_delay_ps": 640,
  "synth_chip_area_um2": 3220,
  "seq_power_share_pct": 41.5,
  "cts_sinks": 44,
  "synthesis.yosys.warnings": 2,
  "hold_violations": 0,
  "grt_max_degree": 19,
  "synth_cell_types": 61,
  "power_frac_clock_pct": 21.5,
  "openroad.warnings": 28,
  "power.density_cell_area_nw_per_um2": 163,
  "detail_route.first_pass.iterations": 4,
  "fillerInstances": 702,
  "setup-tns-final_ps": 0,
  "hpwlAfterDp_mm": 5.05,
  "first_global_vias": 2348,
  "via_count": 2341,
  "sw_frac_of_total_pct": 30.4,
  "fraction_of_post_synthesis_cell_area_in_the_top_cell_type_by_area_pct": 41.0,
  "clk_transition_reported_paths_ps": 80
}
layout make-up:
cell class / count / area, um^2 / area share (%)
multi-input combinational: 216 / 1770 / 45.4
sequential: 44 / 1320 / 33.9
timing repair buffer: 51 / 510 / 13.1
tap: 102 / 128 / 3.27
clock buffer: 5 / 68.8 / 1.77
inverter: 15 / 56.3 / 1.44
clock inverter: 3 / 42.5 / 1.09
power by group through the flow:
stage / combinational (mW) / clock [mW] / sequential, mW
final: 0.236 / 0.137 / 0.264
after global routing: 0.263 / 0.149 / 0.269
after CTS: 0.238 / 0.140 / 0.265
how the worst min path moves through the flow:
stage / start / endpoint / slack [ps] / cells after the start
4_1_cts: j[0] / j[0] / 660 / 1
5_1_grt: j[0] / j[0] / 690 / 1
6_report: j[0] / j[0] / 650 / 1
logic make-up (layout without fill, tap and decap cells):
family                   count (synthesis)  after routing  synth area share (%)
flip-flops                              44             44                  41.0
buffers and inverters                   27             74                  4.07
multiplexers                            17             17                  5.70
adder cells (fa/ha/maj)                 19             19                  9.24
AND-OR/OR-AND                           62             62                  15.2
AND/OR/NAND/NOR                         97             97                  18.3
XOR/XNOR                                21             21                  6.52
state kept, by name, indices dropped and copies added, names as in the netlist:
signal  flops
state      12
i           8
sj          8
si          8
j           8
through the flow:
step | hold slack (ps) | utilization (%) | area (um^2) | setup WS (ps) | power, mW
2_1_floorplan | 609 | - | 3220 | 4420 | 0.437
3_3_place_gp | 641 | 48.8 | 3790 | 3840 | 0.502
3_5_place_dp | 638 | 48.8 | 3790 | 3720 | 0.501
4_1_cts | 659 | 50.2 | 3900 | 3650 | 0.643
5_1_grt | 690 | 50.2 | 3900 | 3240 | 0.681
6_report | 650 | 50.2 | 3900 | 3670 | 0.637
metal layers:
| layer | GRT usage [%] | wire, um | up-vias |
|---|---|---|---|
| met5 | 0 | 0 | - |
| met4 | 2.34 | 63 | 0 |
| met3 | 3.12 | 280 | 6 |
| met2 | 26.3 | 3030 | 49 |
| met1 | 28.7 | 3120 | 1105 |
| li1 | - | - | 1181 |
critical path, delay by kind of cell, from the launching register on:
family / cells / cell delay [ps]
xor+xnor: 3 / 470
fa+ha+maj: 5 / 1640
mux: 1 / 70
compound gates: 10 / 2020
buf+inv: 3 / 190
flops: 1 / 640
simple gates: 4 / 950
cell usage after synthesis (2+ instances only):
library cell and count:
and2_1 2, nor3b_1 3, or4bb_1 3, inv_1 15, or4_1 2, o21bai_1 2
buf_4 4, a21o_1 2, xnor2_1 14, edfxtp_1 44, or3_1 4, nand2b_1 7
buf_6 2, o211ai_1 2, a22o_1 8, nor2_1 12, nor4_1 6, clkbuf_1 5
o21ai_1 2, mux2_2 11, nand4b_1 4, ha_1 11, a22o_2 6, fa_1 8
a211oi_1 3, o31ai_1 3, o21ai_0 13, o22ai_1 3, nor3_1 5, xor2_1 5
nand3_1 12, a21oi_1 6, nor3b_2 2, nand3b_1 4, mux2i_1 6, nand2_1 20
and3b_1 2
Power figures rest on the tool's default switching activity, not on a simulated workload.
