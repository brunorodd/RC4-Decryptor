===== design.v =====
module FSM_controller2(clk, address_d, data_d, wren_d, address_m, q_m, address_s, data_s, wren_s, q_s, done_task2a, done_task2b, reset_task, increase_key, start);
input logic clk;
input logic start;
output logic [7:0] address_d, data_d, address_m;
input logic [7:0] q_m;
output logic wren_d;  
output logic wren_s;
output logic [7:0] address_s, data_s;
input logic [7:0] q_s;
input logic  done_task2a;
output logic done_task2b;
input logic reset_task;
output logic increase_key;
logic [7:0] i = 8'b0;
logic [7:0] j = 8'b0; 
logic [7:0] k = 8'b0;
logic [7:0] si, sj;
logic [5:0] message_length = 6'b100000;  
logic [7:0] si_sj;
logic [7:0] encrypted_input;
logic [7:0]  f; 
logic [7:0] s_si_sj;
logic increment_count_i;
logic increment_count_k;
logic store_si_enable;
logic store_sj_enable;
logic set_j;
logic [1:0] choose_address;
logic choose_data_bit;
logic done;
logic set_f;
logic store_si_sj_enable;
logic si_sj_enable; 
logic [20:0] state;
parameter [20:0] idle                   = 21'b00000000_00_000_000_00000;
parameter [20:0] increment_i            = 21'b00000000_00_000_001_00001;  
parameter [20:0] get_si                 = 21'b00000000_00_000_000_00010;  
parameter [20:0] wait_si                = 21'b00000000_00_000_000_00011;  
parameter [20:0] store_si               = 21'b00000000_00_001_000_00100;  
parameter [20:0] store_j                = 21'b00000000_00_100_000_00101;  
parameter [20:0] get_sj                 = 21'b00000000_01_000_000_00110;  
parameter [20:0] wait_sj                = 21'b00000000_01_000_000_00111;  
parameter [20:0] store_sj               = 21'b00000000_01_010_000_01000;  
parameter [20:0] write_to_mem_si	       = 21'b00010000_01_000_000_01001;  
parameter [20:0] wait_for_mem_si	       = 21'b00000000_01_000_000_01010;  
parameter [20:0] wait_one_cycle	     	 = 21'b00000001_00_000_000_01011;  
parameter [20:0] write_to_mem_sj        = 21'b00010001_00_000_000_01100;  
parameter [20:0] wait_for_mem_sj        = 21'b00000001_00_000_000_01101;  
parameter [20:0] set_si_sj              = 21'b00100000_00_000_000_11111;  
parameter [20:0] get_s_si_sj            = 21'b00000000_10_000_000_01110;  
parameter [20:0] wait_s_si_sj           = 21'b00000000_10_000_000_01111;  
parameter [20:0] store_s_si_sj          = 21'b00001000_10_000_000_10000;  
parameter [20:0] store_f                = 21'b00000100_00_000_000_10001;  
parameter [20:0] get_encrypted_input    = 21'b00000000_00_000_000_10010;  
parameter [20:0] wait_encrypted_input   = 21'b00000000_00_000_000_10011;  
parameter [20:0] store_encrypted_input  = 21'b00000000_00_000_000_10100; 
parameter [20:0] write_decrypted_output = 21'b01000000_00_000_000_10101;  
parameter [20:0] wait_decrypted_output  = 21'b00000000_00_000_000_10110;
parameter [20:0] increment_k            = 21'b00000000_00_000_100_10111;
parameter [20:0] check_key 				 = 21'b00000000_00_000_000_11010;
parameter [20:0] increment_key			 = 21'b10000000_00_000_000_11000;
parameter [20:0] decrypt_done           = 21'b00000010_00_000_000_10111;
assign increment_count_i = state[5];
assign increment_count_k = state[7];
assign store_si_enable   = state[8];
assign store_sj_enable   = state[9];
assign set_j             = state[10];
assign choose_address    = {state[12], state[11]};
assign choose_data_bit   = state[13];
assign done              = state[14];
assign set_f             = state[15];
assign store_si_sj_enable= state[16];
assign wren_s            = state[17];
assign si_sj_enable      = state[18];
assign wren_d            = state[19];
assign increase_key		 = state[20];
assign data_s    = choose_data_bit    ? sj: si;
assign data_d = f ^ encrypted_input;   
assign address_m = k; 
assign address_d = k; 
always_comb begin
   case(choose_address)
	 2'b00: address_s = i;
	 2'b01: address_s = j;
	 2'b10: address_s = si_sj;
	 default: address_s = 0;
	 endcase 
end
assign encrypted_input   = q_m;
assign done_task2b       = done;
always_ff @(posedge clk)
begin
		case(state)
        idle: if (start)
						state <= increment_i;
				  else 
						state <= idle;
 increment_i: state <= get_si;
      get_si: state <= wait_si;
	  wait_si: state <= store_si;
	store_si: state <= store_j;
	store_j: state <= get_sj;
	get_sj: state <= wait_sj;
	wait_sj: state <= store_sj;
	store_sj: state <= write_to_mem_si;
	write_to_mem_si: state <= wait_for_mem_si;
	wait_for_mem_si: state <= wait_one_cycle;
	wait_one_cycle: state <= write_to_mem_sj;
	write_to_mem_sj: state <= wait_for_mem_sj;
	wait_for_mem_sj: state <= set_si_sj;
	set_si_sj      : state <= get_s_si_sj;
	get_s_si_sj    : state <= wait_s_si_sj;
	wait_s_si_sj   : state <= store_s_si_sj;
	store_s_si_sj		  : state <= store_f;
	store_f        	  : state <= get_encrypted_input;
	get_encrypted_input : state <= wait_encrypted_input;
	wait_encrypted_input: state <= store_encrypted_input;
	store_encrypted_input: state <= check_key;
	check_key: 	if (data_d == 8'd32 || (data_d >= 8'd97 && data_d <= 8'd122)) 
					begin
						state <= write_decrypted_output;
					end				
				else 
						state <= increment_key;
	write_decrypted_output: state <= wait_decrypted_output;
	wait_decrypted_output: state <= increment_k;
	increment_key: state <= idle;  
	increment_k: 				if (k < (31)) 
										state <= increment_i;
									else if (k == 31) 
										state <= decrypt_done;
		decrypt_done: state <= decrypt_done;		
			default: state <= idle;
			endcase
end
always_ff @(posedge clk) begin 
	if (increment_count_i)
		i = i + 1;
	if (reset_task)
		i = 0;
end
always_ff @ (posedge clk) begin
	if (increment_count_k)
		k = k + 1;
	else if (reset_task)
		k = 0;
end
always_ff @(posedge clk) begin
	if (store_si_enable) 
		si <= q_s;
	if (reset_task)
		si <= 0;
end
always_ff @(posedge clk) begin
	if (store_sj_enable) 
		sj <= q_s;
	if (reset_task)
		sj <= 0;
end
always_ff @(posedge clk) begin
if (set_j) 
	j <= j + si;
if (reset_task)
	j <= 0;
end
always_ff @(posedge clk) begin
if (set_f) 
	f <= s_si_sj;
end
always_ff @(posedge clk) begin
if (si_sj_enable) 
	si_sj <= si + sj;
end
always_ff @(posedge clk) begin
if (store_si_sj_enable) 
	s_si_sj <= q_s;
end
endmodule

===== run.sh =====
#!/bin/bash
# OpenROAD 26Q1-2900-gdf79404cd8, Yosys 0.63+post, stock flow scripts
make -C /OpenROAD-flow-scripts/flow DESIGN_CONFIG=/design/flow/config.mk WORK_HOME=/design/flow/orfs finish

===== config.mk =====
export PLATFORM = sky130hd
export DESIGN_NAME = FSM_controller2
export DESIGN_NICKNAME = FSM_controller2
export VERILOG_FILES = /design/flow/design.v
export SDC_FILE = /design/flow/constraint.sdc
export NUM_CORES = 4
export LEC_CHECK = 1
export CORE_UTILIZATION = 40

===== constraint.sdc =====
current_design FSM_controller2

set clk_period 5.9
set clk_io_pct 0.2

create_clock -name clk0 -period $clk_period [get_ports {clk}]

set non_clock_inputs [all_inputs -no_clocks]
set_input_delay [expr $clk_period * $clk_io_pct] -clock clk0 $non_clock_inputs
set_output_delay [expr $clk_period * $clk_io_pct] -clock clk0 [all_outputs]

==> tab_implementation.tex <==
% Yosys + OpenROAD metrics
\begin{tabular}{lr}
\hline
Metric & Value \\
\hline
\multicolumn{2}{l}{\textbf{Floorplanning}} \\
\quad CORE AREA & 11420 um2 \\
\quad Top-level port count & 64 \\
\quad Chip Width & 110.3 um \\
\quad Chip area & 12160 um2 \\
\quad Die Ht & 110.3 um \\
\quad Site Rows & 39 \\
\quad Initial standard-cell utilization of the core & 41.07\% \\
\multicolumn{2}{l}{\textbf{Min path}} \\
\quad Worst Min Path Start & s\_si\_sj[7] \\
\quad Worst min-delay path endpoint & f[7] \\
\quad Class of the tightest hold or removal check & flop to flop \\
\quad Hold Path Stages & 0 \\
\multicolumn{2}{l}{\textbf{STA}} \\
\quad Final worst path period need & 3.676 ns \\
\quad Worst Max-Slew Pin Slew & 0.8499 ns \\
\quad Total negative slack & 0 ns \\
\quad Max-slew headroom & 42.54\% \\
\quad Final hold violation count & 0 \\
\quad Total setup violations reported at the end of the flow & 0 \\
\quad Hold WS & 0.4191 ns \\
\quad Setup repair after global routing missed its margin & false \\
\quad Cycle use final & 62.31\% \\
\quad Clock skew & 0.006470 ns \\
\quad Number of max-slew violations in the final report & 0 \\
\quad Peak clock frequency supported by timing & 272.0 MHz \\
\multicolumn{2}{l}{\textbf{Detailed routing}} \\
\quad Pre-antenna DRT Iters & 6 \\
\quad Ant. Diodes & 0 \\
\quad Drt first-iter violations & 197 \\
\quad Antenna-violating nets left & 0 \\
\quad Post-route DRC violation count & 0 \\
\quad Met2 WL post-DR & 4869 um \\
\quad Total wire length after detailed routing & 10610 um \\
\quad Via-per-instance ratio & 5.456 \\
\quad Met1 wire length & 4901 um \\
\quad Total met3 wirelength after detailed routing & 545 um \\
\quad Via count of the routed design & 3563 \\
\quad Detailed-route wire length per cell & 16.24 um \\
\quad Highest routed layer & met4 \\
\multicolumn{2}{l}{\textbf{Clock tree}} \\
\quad Post-CTS setup-driven buffer insertion count & 0 \\
\quad Inserted Clock Buffers & 9 \\
\quad Number of gates resized after cts & 0 \\
\quad Clock slew at reported path FFs & 0.06 ns \\
\quad Root buffer cell & clkbuf\_16 \\
\quad Hold bufs inserted after CTS & 0 \\
\quad Worst-skew pair later-pin latency & 0.34 ns \\
\quad Clk sinks & 84 \\
\quad TritonCTS clock tree & yes \\
\quad Deepest clock path buffer count & 2 \\
\quad Maximum level of the CTS H-tree & 3 \\
\multicolumn{2}{l}{\textbf{Global routing}} \\
\quad Maximum number of pins on one net before global-route repair & 37 \\
\quad GR Overflow Total & 0 \\
\quad Global-route wire length before repair & 16840 um \\
\quad Via count of the first global-routing pass & 3357 \\
\quad Overall global routing resource usage & 19.15\% \\
\quad Antenna violations before repair & 0 \\
\multicolumn{2}{l}{\textbf{Pwr}} \\
\quad Lkg Pwr & 1.996 nW \\
\quad Internal power & 1.073 mW \\
\quad Switch Pwr & 378.0 uW \\
\quad Clock group share of total power & 38.4\% \\
\quad Power density over the cells & 256.9 nW/um2 \\
\quad Proportion of power drawn by flip-flops and latches & 48.1\% \\
\quad Share of total power consumed by net switching & 26.04\% \\
\quad Proportion of power drawn by combinational gates & 13.5\% \\
\quad Worst vdd ir & 0.1680 mV \\
\multicolumn{2}{l}{\textbf{Critical path}} \\
\quad CP required & 4.72 ns \\
\quad Critical Setup Path Class & input port to output pin \\
\quad Maximum net fanout on the critical path & 5 \\
\quad Endpoint type of the worst setup path & output pin \\
\quad Register-to-register path setup slack & 3.02 ns \\
\quad Number of cells on the worst reg-to-reg path & 6 \\
\quad Reg2Reg Launch Point & state[9] \\
\quad CP startpoint kind & input port \\
\quad Crit path DAT & 2.50 ns \\
\quad Worst reg2reg path endpoint & state[0] \\
\multicolumn{2}{l}{\textbf{Yosys}} \\
\quad Mean cell area of the mapped netlist & 10.33 um2 \\
\quad Cells in synth\_stat.txt & 454 \\
\quad Fraction of registers with async set/reset & 0\% \\
\quad Top cell type by total area after synthesis & edfxtp\_1 \\
\quad Yosys synthesis warning count & 1 \\
\quad Post-synth regs & 84 \\
\quad Main area contributors & edfxtp\_1 33\%, dfxtp\_1 14\%, mux2i\_1 7.0\% \\
\quad Leading register cell type out of synthesis & edfxtp\_1 \\
\quad Post-synth EDFFs & 52 \\
\quad Unique masters post-synth & 50 \\
\quad Chip area from the yosys synthesis statistics & 4689 um2 \\
\quad Sequential area share after synthesis & 46.96\% \\
\quad Top-area cell share & 33.30\% \\
\quad Gate Count Post-Synth & 454 \\
\quad Cell area after synthesis & 4689 um2 \\
\multicolumn{2}{l}{\textbf{Place}} \\
\quad Final HPWL DP & 7771 um \\
\quad Cell area after placement & 5358 um2 \\
\quad Routability cong. & 0.9431 \\
\quad Number of port buffers & 62 \\
\multicolumn{2}{l}{\textbf{Run status}} \\
\quad Run status & completed \\
\multicolumn{2}{l}{\textbf{Final layout}} \\
\quad Synth-to-layout area growth & 20.49\% \\
\quad Area of all placed cells without fillers & 5650 um2 \\
\quad Most frequent cells in the layout & 62 x clkdlybuf4s50\_1, 53 x nor2\_1, 52 x edfxtp\_1, 33 x mux2i\_1, 32 x dfxtp\_1 \\
\quad Fraction of layout instances using a drive strength above 1 & 7.255\% \\
\quad Top logic cell by instance count in the layout & clkdlybuf4s50\_1 \\
\quad Number of fill cells in the layout & 1034 \\
\multicolumn{2}{l}{\textbf{Run}} \\
\quad Number of warnings in the stage logs & 26 \\
\quad Max\_cap viols & 0 \\
\hline
\end{tabular}
-- sequential cells by signal, indices dropped and copies added, names as in the netlist --
register / count
f: 8
state: 20
si: 8
i: 8
k: 8
j: 8
si_sj: 8
sj: 8
s_si_sj: 8
-- kinds of logic after synthesis --
kind of cell	Yosys count	share of synthesized area (%)
DFF	84	46.96
muxes	40	8.725
AOI/OAI and AO/OA	50	6.430
buffers and inverters	39	4.322
xor gates and xnor gates	26	4.856
adders and majority gates	18	5.123
and+or+nand+nor	197	23.59
-- final cells by class --
cell class                 instances  area, um2  area share (%)
sequential                        84       2202           38.97
inverter                          15      56.30          0.9965
clock buffer                      11      232.7           4.119
clock inverter                     5      60.06           1.063
timing repair buffer              64      635.6           11.25
tap                              143      178.9           3.167
multi-input combinational        331       2285           40.43
-- per-stage QoR --
step / std cells / total power, mW / worst slack, ns / utilization (%)
6_report: 653 / 1.451 / 2.224 / 49.49
5_1_grt: 653 / 1.516 / 2.082 / 49.49
4_1_cts: 653 / 1.466 / 2.223 / 49.49
3_5_place_dp: 637 / 0.9024 / 2.223 / 46.92
3_3_place_gp: 637 / 0.9104 / 2.236 / 46.92
2_1_floorplan: 454 / 0.8190 / 3.166 / -
-- critical path, cell delays in order --
cell and delay [ns]:
clkdlybuf4s50_1 0.47, xor2_1 0.31, clkdlybuf4s50_1 0.53
-- worst max path at each step --
stage | cells after the start | slack (ns) | to | startpoint
global route | 4 | 2.08 | address_s[2] | state[12]
finish | 3 | 2.22 | data_d[6] | q_m[6]
CTS | 3 | 2.22 | data_d[6] | q_m[6]
-- per-layer routing --
layer,GRT usage [%],vias up
li1,-,1760
met1,30.41,1668
met2,27.91,114
met3,3.775,21
met4,5.639,0
met5,0,-
-- cells in the mapped netlist (4+ instances only) --
library cell,number
or3_1,7
nand2_1,28
nor4b_1,6
clkbuf_1,9
xor2_1,12
mux2i_1,33
and2_1,5
buf_4,8
xnor2_1,14
mux2_2,7
nor4_1,5
inv_1,15
dfxtp_1,32
nor4_4,4
edfxtp_1,52
a21boi_0,5
ha_1,16
and3_1,4
nor2_1,53
a21oi_1,9
o21ai_0,22
nor3_1,19
nor2b_1,10
nand4_1,13
nand3_1,21
-- power by group through the flow --
stage         registers (mW)  logic (mW)  clock network, mW
finish                 0.698       0.195              0.558
global route           0.702       0.216              0.598
CTS                    0.696       0.196              0.574
Power and IR drop assume default switching activity.
